==> design/flow/design.v <==
module CPU_Registers(clk,reset,AddrA,AddrB,AddrC,WrC,WriteDataC,PC,IRQ,ReadDataA,ReadDataB);
  input clk,reset,WrC,IRQ;
  input[4:0] AddrA,AddrB,AddrC;
  input[31:0] WriteDataC,PC;
  output[31:0] ReadDataA,ReadDataB;
  wire enable=~PC[31]&IRQ;
  wire[31:0] PC_plus;
  reg[31:0] Regis[31:1];
  integer i;
  assign PC_plus={PC[31],{PC[30:0]+31'b000_0000_0000_0000_0000_0000_0000_0100}};
  assign ReadDataA=(AddrA==5'b0)? 32'b0:Regis[AddrA];   
  assign ReadDataB=(AddrB==5'b0)? 32'b0:Regis[AddrB];  
  initial begin for(i=1;i<32;i=i+1) Regis[i]=32'b0; end
  always @(posedge clk,posedge reset)
   begin
    if(reset) 
     begin for(i=1;i<32;i=i+1) Regis[i]=32'b0; end
    else
     begin 
      if(WrC&&AddrC) Regis[AddrC]<=WriteDataC;
      if(enable&&(~WrC|AddrC!=5'b11111)) Regis[31]<=PC_plus;
     end
   end
endmodule
==> design/flow/run.sh <==
#!/bin/bash
# OpenROAD 26Q1-2900-gdf79404cd8, Yosys 0.63+post, stock flow scripts
make -C /OpenROAD-flow-scripts/flow DESIGN_CONFIG=/design/flow/config.mk WORK_HOME=/design/flow/orfs finish
==> design/flow/config.mk <==
export PLATFORM = sky130hd
export DESIGN_NAME = CPU_Registers
export DESIGN_NICKNAME = CPU_Registers
export VERILOG_FILES = /design/flow/design.v
export SDC_FILE = /design/flow/constraint.sdc
export NUM_CORES = 4
export LEC_CHECK = 1
export CORE_UTILIZATION = 30
==> design/flow/constraint.sdc <==
current_design CPU_Registers

set clk_period 9.5
set clk_io_pct 0.2

create_clock -name clk0 -period $clk_period [get_ports {clk}]

set non_clock_inputs [all_inputs -no_clocks]
set_input_delay [expr $clk_period * $clk_io_pct] -clock clk0 $non_clock_inputs
set_output_delay [expr $clk_period * $clk_io_pct] -clock clk0 [all_outputs]
==> run notes <==
Results of the flow run.

The flow ran to the end, and the final reports show no timing, DRC or antenna violations. The overall die width stands at 411 um. At the floorplan stage, the core utilization is reported as 30.3%. The number of detailed-route iterations in the first pass stands at 10. Of all cell types, the one taking the most synthesized area is dfrtp_1. The tally of non-filler cells in the final layout stands at 6722.

The critical path maximum fanout is 13. Looking at the post-CTS report, the setup buffer insertion count equals 0. The commonest cells after synthesis are dfrtp_1, mux2_2, a22oi_1. On the critical path, the stage with the largest delay is an instance of clkdlybuf4s50_1. The total clock sinks stands at 992.

The post-route utilization of the core is recorded as 35.4%. RePlAce ended its routability-driven mode at a weighted congestion of 1.06. Power comes to 12.0 mW. Setup slack on the critical path of the routed design comes to 1.30 ns.

The instance count after placement with tap cells included stands at 6518. The clock reaches the later pin of the worst-skew pair after 0.71 ns. The post-synthesis average cell area stands at 11.5 um2. The count of mapped cells out of synthesis stands at 4381.

The number of buffers and inverters on the critical path stands at 3. In this run the cell area of the synthesized design comes to 50200 um2. Based on the critical path, the design can be clocked at up to 0.122 GHz. The largest clock skew in the final design stands at 0 ns. The portion of synthesized cell area occupied by the leading cell type stands at 49.4%. The registers reported with the highest flop counts are Regis x992. The number of synthesized register bits stands at 992. The all-layer global routing usage stands at 32.1%. TritonCTS built the clock tree.

The longest clock path from root to sink contains 3 buffers. The reported max-cap violation count stands at 0. Per the GRT congestion report, total overflow comes to 0. Yosys reports a chip area of 50200 um2.

The count of endpoints failing hold in the final timing report stands at 0. The floorplan step defined a core boundary enclosing 166000 um2. Traced cell by cell, the critical path runs through clkdlybuf4s50_1 > nand2_1 > nor2_4 > buf_4 > a222oi_1 > nand3_1 > nor2_1 > a21oi_1 > clkdlybuf4s50_1. The tree is rooted in a clkbuf_16.

STA classifies the critical path startpoint as a primary input. The final timing report lists a max-slew violation count of 0. The script logs the mean routed wire length per placed instance as 39.6 um.

Gates resized during post-CTS repair numbered 0. Looking at the max-slew report, the worst-margin pin has a slew of 1.25 ns. The initialized floorplan defines 149 standard-cell rows. The count of buffers from port buffering stands at 146. The overall die size recorded for this design is 169000 um2. The number of warnings reported in the yosys synthesis log stands at 2. In the placement report, post-DP HPWL is listed as 164000 um. The static leakage stands at 24.9 nW. The critical path in this run is classified as in -> out. The kind of cell with the highest combined delay along the critical path is buffers and inverters. After synthesis, the design contains 4381 cells according to Yosys. The worst endpoint required time stands at 7.60 ns. For this run, the leading register cell type out of synthesis is dfrtp_1. The post-layout period usage of the worst path stands at 86.3%. The number of H-tree branching levels stands at 3. Clock-pin slew was measured on the worst setup and hold paths at 0.06 ns. The initial antenna violation count stands at 15. By instance count, the leading cell after synthesis is dfrtp_1. The shortest clock period the worst path allows after layout stands at 8.20 ns. The DRC violation total left in the routed layout is recorded as 0. In this run the count of I/O pins placed on the die edge is 147. Measured against its own limit, the worst slew margin works out to 16.0%.

Cells with a size suffix above 1 make up 32.6% of the layout. For the worst setup path, the data arrival time is 6.30 ns. Yosys mapped the design onto 70 distinct sky130hd cell types. The vertical die dimension reported for this design is 411 um.

The number of antenna-violating nets in the routed design stands at 0. The longest incremental delay of any stage on the critical path is reported as 0.88 ns. The clock buffer count from CTS stands at 108. By area the synthesized netlist is led by dfrtp_1, mux2_2, a22oi_1. Detailed-route iteration 0 reported a violation count of 6064. Per the post-place timing report, worst setup slack is 1.55 ns. The via count of the first global-routing pass came to 43.7k. The timing report shows the most common cell along the critical path to be clkdlybuf4s50_1. The worst setup path is captured at an output port. The global-route wire length before repair stands at 363000 um. Per the detail_route report, the via count comes to 44.9k. The final report lists the setup-violating endpoint count as 0. Checking hold timing, the worst path is listed with class reg -> reg. The worst VDD IR drop from the latest analysis is 0.146 mV. Entering global routing, the biggest net connects 116 pins. The routed wire length stands at 266000 um. The post-detailed-route via-to-cell ratio stands at 6.69. The register with the most flip-flops in the final layout is Regis. The stage-log warning count stands at 46.

The power density of the placed cells stands at 204 nW/um2. Yosys reported that registers with async set or reset make up 100%. Setup repair after global routing left no endpoint under its margin.

The post-cts hold-fix buffer tally stands at 0. Summing the sequential cell areas from Yosys gives 49.4% of the chip area. The area added between synthesis and finish stands at 16.7%. The post-synth count of flops with an enable pin is 0. The number of flip-flops in the largest register stands at 992.
## cells in the final DEF, fill, tap and decap left out, types with 6 or more instances in the layout
master | netlist | layout
a2111oi_0 | 9 | 9
a211oi_1 | 6 | 6
a21oi_1 | 181 | 181
a221oi_1 | 16 | 16
a222oi_1 | 44 | 44
a22o_1 | 19 | 19
a22oi_1 | 792 | 792
a31oi_1 | 21 | 21
and3_1 | 12 | 12
buf_12 | 0 | 21
buf_4 | 27 | 213
bufinv_16 | 0 | 10
clkbuf_1 | 171 | 14
clkbuf_16 | 0 | 111
clkbuf_8 | 0 | 20
clkdlybuf4s50_1 | 0 | 143
clkinv_2 | 0 | 23
clkinvlp_4 | 0 | 7
dfrtp_1 | 992 | 992
diode_2 | 0 | 15
inv_1 | 8 | 7
mux2_1 | 10 | 10
mux2_2 | 951 | 951
mux2i_1 | 15 | 15
nand2_1 | 264 | 252
nand2_2 | 1 | 13
nand2b_1 | 16 | 14
nand3_1 | 75 | 71
nand3b_1 | 8 | 8
nand4_1 | 97 | 97
nor2_1 | 138 | 88
nor2_4 | 4 | 71
nor2b_1 | 8 | 7
nor3_1 | 73 | 72
nor4_1 | 20 | 20
o21ai_0 | 42 | 42
o21ai_1 | 8 | 8
o22ai_1 | 7 | 7
xnor2_1 | 7 | 7
xor2_1 | 19 | 19
## final timing paths
check | slack, ns | start | end | cells after the start
worst min-delay path | 0.52 | Regis[3][19] | Regis[3][19] | 1
max in group asynchronous | 5.49 | reset | Regis[18][6] | 5
min in group asynchronous | 1.68 | reset | Regis[21][29] | 2
worst max-delay path | 1.30 | AddrB[4] | ReadDataB[26] | 9
worst max register to register | 8.48 | Regis[31][24] | Regis[31][24] | 3
worst min register to register | 0.52 | Regis[3][19] | Regis[3][19] | 1
## cells by family after synthesis
group / after synthesis / share of synthesized area, %
and+or+nand+nor: 778 / 7.58
buffers and inverters: 439 / 4.05
xor gates and xnor gates: 26 / 0.453
AOI/OAI and AO/OA: 1169 / 16.6
DFF: 992 / 49.4
muxes: 976 / 21.8
adders and majority gates: 1 / 0.0249
## worst reg2reg max path, cell delays in order (launching register included)
cell and delay (ns):
dfrtp_1 0.48, and3_1 0.19, a21oi_1 0.11, o21ai_0 0.10
## power breakdown
| part | leakage [nW] | internal (mW) | switching, mW |
|---|---|---|---|
| combinational | 10.4 | 0.882 | 0.837 |
| clock | 1.78 | 2.55 | 1.83 |
| sequential | 12.7 | 5.04 | 0.838 |
| total | 24.9 | 8.47 | 3.51 |
## through the flow
step / area, um2 / setup TNS [ns] / hold WS, ns
floorplan: 50200 / -6017.80 / 0.487
global placement: 55000 / 0 / 0.504
detailed placement: 55000 / 0 / 0.512
CTS: 58600 / 0 / 0.523
global route: 58600 / 0 / 0.536
finish: 58600 / 0 / 0.524
## metal layers
metal / routed length (um) / vias to the layer above / track usage (%) / share of wire (%)
met3: 48700 / 1380 / 22.8 / 18
met2: 104000 / 4214 / 42.2 / 39
met5: 517 / - / 2.09 / 0.19
met1: 91900 / 22500 / 38.2 / 35
met4: 21000 / 32 / 17.5 / 7.9
li1: - / 16800 / - / -
## area by class of cell
class,instances,area [um2]
sequential,992,24800
multi-input combinational,2950,23900
antenna,15,37.5
inverter,9,37.5
timing repair buffer,378,3460
clock inverter,44,504
tap,2189,2740
clock buffer,145,3110
fill,16100,107000
Power and IR drop assume default switching activity.
