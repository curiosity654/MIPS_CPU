<file path="flow/config.mk">
export PLATFORM = sky130hd
export DESIGN_NAME = ALU_shift
export DESIGN_NICKNAME = ALU_shift
export VERILOG_FILES = /design/flow/design.v
export SDC_FILE = /design/flow/constraint.sdc
export NUM_CORES = 4
export LEC_CHECK = 1
export CORE_UTILIZATION = 40
</file>
<file path="flow/constraint.sdc">
current_design ALU_shift

set clk_period 8.8
set clk_io_pct 0.2

create_clock -name clk0 -period $clk_period

set non_clock_inputs [all_inputs -no_clocks]
set_input_delay [expr $clk_period * $clk_io_pct] -clock clk0 $non_clock_inputs
set_output_delay [expr $clk_period * $clk_io_pct] -clock clk0 [all_outputs]
</file>
<file path="flow/design.v">
module ALU_shift(A,B,ALUfun,S);
  input[31:0] A,B;
  input[1:0] ALUfun;  
  output[31:0] S;
  wire[31:0] sf2,sf4,sf8,sf16;
  shift_16 s16(B,A[4],ALUfun,sf16);
  shift_8 s8(sf16,A[3],ALUfun,sf8);
  shift_4 s4(sf8,A[2],ALUfun,sf4);
  shift_2 s2(sf4,A[1],ALUfun,sf2);
  shift_1 s1(sf2,A[0],ALUfun,S);
endmodule
module mux2_1(a,b,s,y);
  input[31:0] a,b;
  input s;
  output[31:0] y;
  assign y=(s==1'b0)? a:b;
endmodule
module shift_1(B,enable,ALUfun,y);
    input[31:0] B;
    input enable;
    input[1:0] ALUfun;  
    output[31:0] y;
    wire[31:0] logic1,logic2,logic3;
    mux2_1 m1(.a({B[30:0],1'b0}),.b({1'b0,B[31:1]}),.s(ALUfun[0]),.y(logic1));
    mux2_1 m2(.a({1'b0,B[31:1]}),.b({1'b1,B[31:1]}),.s(B[31]),.y(logic2));
    mux2_1 m3(.a(logic1),.b(logic2),.s(ALUfun[1]),.y(logic3));
    mux2_1 m4(.a(B),.b(logic3),.s(enable),.y(y));
endmodule
module shift_16(B,enable,ALUfun,y);
    input[31:0] B;
    input enable;
    input[1:0] ALUfun;  
    output[31:0] y;
    wire[31:0] logic1,logic2,logic3;
    mux2_1 m1(.a({B[15:0],16'b0000_0000_0000_0000}),.b({16'b0000_0000_0000_0000,B[31:16]}),.s(ALUfun[0]),.y(logic1));
    mux2_1 m2(.a({16'b0000_0000_0000_0000,B[31:16]}),.b({16'b1111_1111_1111_1111,B[31:16]}),.s(B[31]),.y(logic2));
    mux2_1 m3(.a(logic1),.b(logic2),.s(ALUfun[1]),.y(logic3));
    mux2_1 m4(.a(B),.b(logic3),.s(enable),.y(y));
endmodule
module shift_2(B,enable,ALUfun,y);
    input[31:0] B;
    input enable;
    input[1:0] ALUfun;  
    output[31:0] y;
    wire[31:0] logic1,logic2,logic3;
    mux2_1 m1(.a({B[29:0],2'b00}),.b({2'b00,B[31:2]}),.s(ALUfun[0]),.y(logic1));
    mux2_1 m2(.a({2'b00,B[31:2]}),.b({2'b11,B[31:2]}),.s(B[31]),.y(logic2));
    mux2_1 m3(.a(logic1),.b(logic2),.s(ALUfun[1]),.y(logic3));
    mux2_1 m4(.a(B),.b(logic3),.s(enable),.y(y));
endmodule
module shift_4(B,enable,ALUfun,y);
    input[31:0] B;
    input enable;
    input[1:0] ALUfun;  
    output[31:0] y;
    wire[31:0] logic1,logic2,logic3;
    mux2_1 m1(.a({B[27:0],4'b0000}),.b({4'b0000,B[31:4]}),.s(ALUfun[0]),.y(logic1));
    mux2_1 m2(.a({4'b0000,B[31:4]}),.b({4'b1111,B[31:4]}),.s(B[31]),.y(logic2));
    mux2_1 m3(.a(logic1),.b(logic2),.s(ALUfun[1]),.y(logic3));
    mux2_1 m4(.a(B),.b(logic3),.s(enable),.y(y));
endmodule
module shift_8(B,enable,ALUfun,y);
    input[31:0] B;
    input enable;
    input[1:0] ALUfun;  
    output[31:0] y;
    wire[31:0] logic1,logic2,logic3;
    mux2_1 m1(.a({B[23:0],8'b0000_0000}),.b({8'b0000_0000,B[31:8]}),.s(ALUfun[0]),.y(logic1));
    mux2_1 m2(.a({8'b0000_0000,B[31:8]}),.b({8'b1111_1111,B[31:8]}),.s(B[31]),.y(logic2));
    mux2_1 m3(.a(logic1),.b(logic2),.s(ALUfun[1]),.y(logic3));
    mux2_1 m4(.a(B),.b(logic3),.s(enable),.y(y));
endmodule
</file>
<file path="flow/run.sh">
#!/bin/bash
# OpenROAD 26Q1-2900-gdf79404cd8, Yosys 0.63+post, stock flow scripts
make -C /OpenROAD-flow-scripts/flow DESIGN_CONFIG=/design/flow/config.mk WORK_HOME=/design/flow/orfs finish
</file>
==> impl_metrics.env <==
# source this file to load flow results
export IMPL_outcome="completed"
export IMPL_post_cts_buffers=0
export IMPL_areaGrowthSynthToFinish_pct=10.9
export IMPL_drtAntennaViolNets=0
export IMPL_die_y_um=111
export IMPL_synth_top_area_share_pct=8.80
export IMPL_grt_pass1_vias=6044
export IMPL_antenna_found_initial=0
export IMPL_min_from="A[1]"
export IMPL_synth_cells=746
export IMPL_p_per_area_nw_per_um2=70.4
export IMPL_drt_iter0_drc=837
export IMPL_dieWidth_um=111
export IMPL_pin_count=98
export IMPL_fin_util_pct=46.0
export IMPL_wl_per_cell_um=26.4
export IMPL_total_power_uw=373
export IMPL_routed_wl_um=23700
export IMPL_crit_buf_inv=4
export IMPL_die_area_um2=12400
export IMPL_tns_ps=0
export IMPL_yosys_stat_seqShare_pct=0
export IMPL_drtPass1Iterations=5
export IMPL_critPathLaunchType="primary input"
export IMPL_drive_gt1_share_pct=9.80
export IMPL_drc=0
export IMPL_synth_cell_type_count=89
export IMPL_critPathKind="in2out"
export IMPL_nFillCells=1229
export IMPL_core_area_um2=11500
export IMPL_sequential_cell_total=0
export IMPL_vias=6463
export IMPL_ys_cells=746
export IMPL_required_ps=7040
export IMPL_crit_slowest_cell="clkdlybuf4s50_1"
export IMPL_io_buffers=71
export IMPL_grt_max_degree=57
export IMPL_warning_count=59
export IMPL_cpLargestDelayFamily="buffers and inverters"
export IMPL_gp_congestion=1.03
export IMPL_max_freq_mhz=136
export IMPL_topCellsByArea="a21oi_1 8.8%, nand2_1 6.4%, o21ai_0 5.7%"
export IMPL_cp_max_fo=30
export IMPL_diodes=0
export IMPL_cp_end_kind="output port"
export IMPL_synth_area_um2=4780
export IMPL_tightest_slew_ps=929
export IMPL_common_cells="84 x a21oi_1, 81 x nand2_1, 67 x nor2_1"
export IMPL_setup_viol=0
export IMPL_ys_chip_area_um2=4780
export IMPL_track_usage_pct=38.5
export IMPL_cts_resized=0
export IMPL_leakage_uw=0.00179
export IMPL_dp_hpwl_um=17500
export IMPL_slew_violations=0
export IMPL_slew_headroom_pct=37.3
export IMPL_vias_per_cell=7.20
export IMPL_ir_drop_v=0.0000439
export IMPL_hold_buffers=0
export IMPL_regArea_um2=0
export IMPL_rsz0062_at_grt="false"
export IMPL_avgSynthCellArea_um2=6.41
export IMPL_rows=39
export IMPL_hp_class="in2out"
export IMPL_finalClockPeriodUsage_pct=83.8
export IMPL_critPathMaxStageDelay_ps=770
export IMPL_nClkBuffers=0
export IMPL_worstPathArrival_ps=5610
export IMPL_fp_util_pct=41.5
export IMPL_hold_viol_final=0
export IMPL_grt_pass1_wl_um=36500
export IMPL_crit_start="ALUfun[0]"
export IMPL_ys_warnings_count=0
export IMPL_overflow=0
export IMPL_cap_violations=0
export IMPL_comb_area_um2=4290
export IMPL_yosysTopAreaCell="a21oi_1"
export IMPL_top_cell="a21oi_1"
export IMPL_path_cells="clkdlybuf4s50_1 > buf_4 > or2_2 > buf_4 > nand3_1 > a31oi_1 > o211ai_1 > a221oi_1 > o21bai_1 > clkdlybuf4s50_1"
export IMPL_finalCriticalPeriod_ps=7370
==> layout by cell type, fill, tap and decap left out, types with 12 or more instances in the layout <==
cell | synthesis | final
a21oi_1 | 84 | 84
nand2_1 | 81 | 81
nor2_1 | 67 | 67
clkdlybuf4s50_1 | 0 | 67
o21ai_0 | 54 | 54
mux2i_1 | 25 | 25
a211oi_1 | 20 | 20
a31oi_1 | 17 | 17
nand3_1 | 17 | 17
nor3_1 | 15 | 15
nor2b_1 | 15 | 15
buf_4 | 7 | 15
o21a_1 | 14 | 14
o211ai_1 | 14 | 14
o22ai_1 | 13 | 13
o221ai_1 | 12 | 12
==> metrics by stage <==
| stage | instances | instance area, um2 | hold slack, ps | setup WS [ps] |
|---|---|---|---|---|
| floorplan | 746 | 4780 | 3720 | 3720 |
| global placement | 898 | 5300 | 4450 | 1490 |
| detailed placement | 898 | 5300 | 4450 | 1490 |
| CTS | 898 | 5300 | 4450 | 1480 |
| global route | 898 | 5300 | 4510 | 1270 |
| finish | 898 | 5300 | 4460 | 1430 |
==> where the power goes <==
part | switching [uW] | internal (uW)
Sequential | 0 | 0
Clock | 0 | 0
Combinational | 223 | 150
Total | 223 | 150
==> routing by layer <==
metal | wire length [um] | up-vias | GRT usage (%)
met3 | 2070 | 74 | 3.62
li1 | - | 2937 | -
met4 | 1280 | 0 | 18.2
met1 | 9980 | 3071 | 54.1
met2 | 10400 | 381 | 59.3
met5 | 0 | - | 0
==> kinds of logic after synthesis <==
family          after synthesis  synth area share (%)
compound gates              359                  53.7
mux                          37                  8.30
simple gates                264                  27.6
buf+inv                      86                  10.4
==> final timing paths <==
| check | to | slack, ps | cells past startpoint |
|---|---|---|---|
| max | S[12] | 1430 | 10 |
| min | S[23] | 4460 | 4 |
==> area by class of cell <==
type	count	share of cell area [%]
well taps	143	3.37
repair buffers	86	15.1
multi-input cells	660	80.8
inverters	9	0.637
Power is estimated from default activity; no workload was simulated.
