## design.v

```verilog
module CPU_RAM(clk,reset,switch,Addr,WriteData,MemRd,MemWr,ReadData,led,AN,digital,inter);
  input clk,reset,MemRd,MemWr;
  input[7:0] switch;
  input[31:0] Addr,WriteData;
  output reg[31:0] ReadData;
  output reg[3:0] AN;
  output reg[7:0] digital,led;
  output inter;		 
	reg[31:0] RAMDATA[255:0];
	reg[31:0] TH,TL;
	reg[2:0] TCON;
	initial 
	 begin
	  TH<=32'b1111_1111_1111_1111_1111_1111_0000_0000;
    TL<=32'b1111_1111_1111_1111_1111_1111_0000_0000;
    TCON<=3'b000;
	  led<=8'b0;
	  AN<=4'b1111;
	  digital<=8'b11111111;
	  ReadData<=32'b0;
	 end
	assign inter=TCON[2]; 
  always @(posedge clk,posedge reset) 
   begin
		if(reset)
		 begin 
		  TH<=32'b1111_1111_1111_1111_1111_1111_0000_0000;
      TL<=32'b1111_1111_1111_1111_1111_1111_0000_0000;
      TCON<=3'b000;
		 end
		else
		 begin
		  if((Addr[31:2]<256)&&MemWr) RAMDATA[Addr[31:2]]<=WriteData;
		  if((Addr==32'b0100_0000_0000_0000_0000_0000_0000_1100)&&MemWr) led<=WriteData[7:0];
		  if((Addr==32'b0100_0000_0000_0000_0000_0000_0001_0100)&&MemWr) begin AN<=~WriteData[11:8]; digital<=WriteData[7:0]; end
		  if((Addr==32'b0100_0000_0000_0000_0000_0000_0000_0000)&&MemWr) TH<=WriteData;
		  if((Addr==32'b0100_0000_0000_0000_0000_0000_0000_0100)&&MemWr) TL<=WriteData;
		  else if(TCON[0])
		    begin
		     if(TL==32'b1111_1111_1111_1111_1111_1111_1111_1111) TL<=TH;
			   else TL<=TL+32'b1;
		    end
		  if((Addr==32'b0100_0000_0000_0000_0000_0000_0000_1000)&&MemWr) TCON<=WriteData[2:0];
		  else if(TCON[1]&&TCON[0]&&(TL==32'b1111_1111_1111_1111_1111_1111_1111_1111)) TCON<=3'b111;
	   end
	 end
  always @(*)
   begin
    if(~MemRd) ReadData=32'b0;
    else
     begin
      casez(Addr)
       32'b0000_0000_0000_0000_0000_00??_????_??00: ReadData<=RAMDATA[Addr[31:2]];
       32'b0100_0000_0000_0000_0000_0000_0000_0000: ReadData<=TH;
       32'b0100_0000_0000_0000_0000_0000_0000_0100: ReadData<=TL;
       32'b0100_0000_0000_0000_0000_0000_0000_1000: ReadData<={29'b0,TCON};
       32'b0100_0000_0000_0000_0000_0000_0000_1100: ReadData<={24'b0,led};
       32'b0100_0000_0000_0000_0000_0000_0001_0000: ReadData<={24'b0,switch};
       32'b0100_0000_0000_0000_0000_0000_0001_0100: ReadData<={20'b0,~AN,digital};
       default: ReadData<=32'b0;
      endcase
     end
   end
endmodule    
```

## run.sh

```bash
#!/bin/bash
# OpenROAD 26Q1-2900-gdf79404cd8, Yosys 0.63+post, stock flow scripts
make -C /OpenROAD-flow-scripts/flow DESIGN_CONFIG=/design/flow/config.mk WORK_HOME=/design/flow/orfs finish
```

## config.mk

```make
export PLATFORM = sky130hd
export DESIGN_NAME = CPU_RAM
export DESIGN_NICKNAME = CPU_RAM
export VERILOG_FILES = /design/flow/design.v
export SDC_FILE = /design/flow/constraint.sdc
export NUM_CORES = 4
export LEC_CHECK = 1
export CORE_UTILIZATION = 30
```

## constraint.sdc

```tcl
current_design CPU_RAM

set clk_period 11.6
set clk_io_pct 0.2

create_clock -name clk0 -period $clk_period [get_ports {clk}]

set non_clock_inputs [all_inputs -no_clocks]
set_input_delay [expr $clk_period * $clk_io_pct] -clock clk0 $non_clock_inputs
set_output_delay [expr $clk_period * $clk_io_pct] -clock clk0 [all_outputs]
```

==> results_slide.txt <==
Physical Implementation Snapshot

Run status
  • Run status: did not finish
  • Stop stage: 5_1_grt
  • Stop err: [ERROR GRT-0116] Global routing finished with congestion. Check the congestion regions in the DRC Viewer.

Global route
  • Largest net degree at the start of global routing: between 100 and 150
  • First-pass GRT wire length: 4150 mm
  • Vias in the first global route: 308000
  • Grt total ovfl: 136
  • All-Layer GR Usage: 0.704

Clock tree
  • CTS Root Cell: clkbuf_16
  • CTS Hold Bufs: 0
  • CTS Sinks: 8279
  • H-Tree Depth: 6
  • Num CTS Buffers: 902
  • Max clock buf depth: 5

Floorplan
  • Fp util: 0.301
  • Std cell rows: 371
  • Die H: 1.01 mm
  • # IOs: 129
  • Die Span X: 1.01 mm

Synth
  • Cell variety after synth: 83
  • Async set-reset flop share out of synthesis: 0.00809
  • Warnings, synthesis: 2
  • Mapped Area: 307000 um2
  • Post-synth EDFFs: 8212
  • FF+latch count, synth: 8279
  • Post-Synthesis Cells: about 18000
  • Chip area in the Yosys report: 307000 um2
  • Seq/Total Area, Yosys: 0.809
  • Cells in synth_stat.txt: roughly 18000
  • Avg Inst Size Synth: 17.5 um2
  • Most common reg cell: edfxtp_1

Placed design
  • HPWL Detailed: 2170 mm
  • Gpl congestion: between 1 and 1.5
  • Port Buf Inserts: between 100 and 150
  • Dpl cells: 33400
  • Place WS: -0.902 ns
## kinds of logic after synthesis
| family | after synthesis | synth area share |
|---|---|---|
| DFF | 8279 | 0.809 |
| buffers and inverters | 1236 | 0.0169 |
| xor gates and xnor gates | 5 | 0.000143 |
| muxes | 78 | 0.00275 |
| and+or+nand+nor | 3561 | 0.0628 |
| AOI/OAI and AO/OA | 4358 | 0.108 |
| adders and majority gates | 1 | 0.0000408 |
## cell usage after synthesis, drive strengths merged, types with 30 or more instances
cell	n	area, um2
mux2	50	563
clkbuf	722	2710
nand4	455	2850
o22a	38	333
nor4	254	1600
dfstp	48	1260
a22o	314	2750
nor3	343	1720
a221oi	102	893
o22ai	328	2050
a31oi	30	188
nand3	871	4360
o211ai	74	556
nor2	406	1530
o21ai	122	611
a22oi	2568	19300
a32oi	42	368
a222oi	236	2360
nand2	383	1440
a2111oi	193	1720
edfxtp	8212	247000
buf	491	2400
and3	588	3680
or4	75	563
a21oi	154	771
## timing repair
action                                  4_1_cts
setup buffers                                 1
gates resized                                32
pin swaps                                     9
endpoints found under the setup margin       20
## metal layers
metal | GRT usage | overflow
met2 | 0.794 | 15
met5 | 0.642 | 6
met3 | 0.715 | 46
met1 | 0.627 | 55
met4 | 0.655 | 14
## through the flow
| stage | area, um2 | hold WS (ns) |
|---|---|---|
| detailed placement | 355000 | 0.497 |
| global placement | 355000 | 0.524 |
| floorplan | 307000 | 0.461 |
| CTS | 385000 | 0.502 |
